$ cat /design/flow/design.v
module decode_execute_reg #(
    parameter WIDTH = 32
) (
    input logic clk, rst,
    input logic regWrite_D, jump_D, ALUsrc_D, branch_D, jalr_D, lui_D, load_extend_s_D,
    input logic [1:0] resultSrc_D,
    input logic [2:0] R_size_D, DMem_size_D,
    input logic [3:0] ALUctrl_D,
    input logic [4:0] Rd_D,
    input logic [WIDTH-1:0] RD1_D, RD2_D, PC_D, ImmExt_D, PCPlus4_D,
    output logic regWrite_E, jump_E, ALUsrc_E, branch_E, jalr_E, lui_E, load_extend_s_E,
    output logic [1:0] resultSrc_E,
    output logic [2:0] R_size_E, DMem_size_E,
    output logic [3:0] ALUctrl_E,
    output logic [4:0] Rd_E,
    output logic [WIDTH-1:0] RD1_E, RD2_E, PC_E, ImmExt_E, PCPlus4_E
);
always_ff @(posedge clk) begin
    if (rst) begin
        regWrite_E <= 0;
        resultSrc_E <= 0;
        jump_E <= 0;
        branch_E <= 0;
        ALUctrl_E <= 0;
        ALUsrc_E <= 0;
        RD1_E <= 0;
        RD2_E <= 0;
        PC_E <= 0;
        Rd_E <= 0;
        ImmExt_E <= 0;
        PCPlus4_E <= 0;
        R_size_E <= 0;
        DMem_size_E <= 0;
        jalr_E <= 0;
        lui_E <= 0;
        load_extend_s_E <= 0;
    end else begin
        regWrite_E <= regWrite_D;
        resultSrc_E <= resultSrc_D;
        jump_E <= jump_D;
        branch_E <= branch_D;
        ALUctrl_E <= ALUctrl_D;
        ALUsrc_E <= ALUsrc_D;
        RD1_E <= RD1_D;
        RD2_E <= RD2_D;
        PC_E <= PC_D;
        Rd_E <= Rd_D;
        ImmExt_E <= ImmExt_D;
        PCPlus4_E <= PCPlus4_D;
        R_size_E <= R_size_D;
        DMem_size_E <= DMem_size_D;
        jalr_E <= jalr_D;
        lui_E <= lui_D;
        load_extend_s_E <= load_extend_s_D;
    end
end
endmodule
$ cat /design/flow/run.sh
#!/bin/bash
# OpenROAD 26Q1-2900-gdf79404cd8, Yosys 0.63+post, stock flow scripts
make -C /OpenROAD-flow-scripts/flow DESIGN_CONFIG=/design/flow/config.mk WORK_HOME=/design/flow/orfs finish
$ cat /design/flow/config.mk
export PLATFORM = sky130hd
export DESIGN_NAME = decode_execute_reg
export DESIGN_NICKNAME = decode_execute_reg
export VERILOG_FILES = /design/flow/design.v
export SDC_FILE = /design/flow/constraint.sdc
export NUM_CORES = 4
export LEC_CHECK = 1
export CORE_AREA = 10 10 230 230
export DIE_AREA = 0 0 240 240
$ cat /design/flow/constraint.sdc
current_design decode_execute_reg

set clk_period 1.0
set clk_io_pct 0.2

create_clock -name clk0 -period $clk_period [get_ports {clk}]

set non_clock_inputs [all_inputs -no_clocks]
set_input_delay [expr $clk_period * $clk_io_pct] -clock clk0 $non_clock_inputs
set_output_delay [expr $clk_period * $clk_io_pct] -clock clk0 [all_outputs]
==> impl_metrics.toml <==
# physical design summary
[final_timing]
fmax_mhz = 834
finalCriticalPeriod_ps = 1200
finalSetupViolations = 184
relSlewSlack_pct = 83.9
hold_violations = 0
slew_violations = 0
rsz0062_at_grt = "true"
setup_ws_ps = -199
final.period_utilization_pct = 120
worstMarginPinSlew_ps = 241

[logic_synthesis]
postSynthSeqShare_pct = 74.7
syn_avg_cell_area_um2 = 12.7
synthDistinctLibCells = 4
synth_area_um2 = 4930
ys_warn_count = 1
syn_inst = 388
ys.flops = 184
yosys_cells = 388
ys_area_um2 = 4930

[cts]
clkTransAtPathRegs_ps = 70
cts_made_buffers = 17
clock-sinks = 184
cts.path.max_buffers = 2
hold_buffers = 0
root_buffer = "clkbuf_16"
cts_max_level = 4
cts_tree = "built"

[finish]
area_growth_pct = 90.1
layout-drive-gt1-share_pct = 36.0
utilization_pct = 19.6

[die]
fp-row-count = 80
design.core.area_um2 = 47800
die_x_um = 240
dieHeight_um = 240
initial_core_util_pct = 10.3
io_pins = 370
die-area_um2 = 57600

[detailed_routing]
wl_um = 20600
wl_per_cell_um = 14.7
drt_iter0_drc = 34
drtAntennaViolNets = 0
dr.pass1.iters = 4
antenna-diode-count = 0
vias = 4043
avgViaCountPerCell = 2.87
route.detailed.drc = 0

[placement]
dpl.hpwl_um = 16500
post-place-ws_ps = -270
gp_congestion = 0.820
portBuffers = 369

[worst_setup_path]
cp.arrival_ps = 1000
critPathLaunchType = "register"
critPathBufInv = 1
worst-path-max-fanout = 1
crit_chain = "buf_6"
crit_family = "flip-flops"
end_kind = "primary output"
crit_path_top_delay_cell = "dfxtp_4"
slowest_delay_ps = 410
worst-endpoint-required_ps = 800
criticalPathCategory = "reg -> out"
path_depth = 1

[global_routing]
grt_usage_pct = 6.86
grt_pass1_wl_um = 28600
grt_max_degree = 35
antenna_found_initial = 4
overflow = 0
grt_pass1_vias = 4190

[status]
status = "finished, violations left"
failed_checks = "negative setup slack"

[min_path]
hold_path_class = "in -> reg"
hold_depth = 3

[power]
cellLeakagePower_nw = 4.00
ir_worst_vdd_v = 0.00105
cellPowerDensity_nw_per_um2 = 1770

[flow_run]
warning_count = 27
cap_violations = 0
==> cell families (layout without fill, tap and decap cells) <==
kind of cell,count (synthesis),count (layout),synth area share [%]
flip-flops,184,184,74.7
buffers and inverters,20,424,1.98
AND/OR/NAND/NOR,184,184,23.3
==> layout by cell type (no fill, tap or decap) <==
| cell | n |
|---|---|
| nor2b_1 | 184 |
| clkdlybuf4s50_1 | 184 |
| buf_2 | 168 |
| dfxtp_1 | 139 |
| dfxtp_2 | 39 |
| buf_4 | 20 |
| clkbuf_16 | 17 |
| buf_6 | 17 |
| dfxtp_4 | 6 |
| clkbuf_8 | 4 |
| inv_6 | 3 |
| buf_12 | 3 |
| bufinv_16 | 2 |
| clkinvlp_4 | 2 |
| clkinv_4 | 2 |
| inv_8 | 1 |
| clkinv_2 | 1 |
==> cell type report <==
type | count | area (um2)
repair buffers | 392 | 3080
multi-input cells | 184 | 1150
clock buffers | 21 | 480
clock inverters | 11 | 135
well taps | 615 | 769
flip-flops and latches | 184 | 3750
fillers | 5238 | 38500
==> flip-flops by register name, summed over array words and instances, names as in the netlist <==
| signal | cells |
|---|---|
| PC_E | 32 |
| ALUsrc_E | 1 |
| resultSrc_E | 2 |
| RD1_E | 32 |
| load_extend_s_E | 1 |
| jalr_E | 1 |
| branch_E | 1 |
| ImmExt_E | 32 |
| lui_E | 1 |
| R_size_E | 3 |
| regWrite_E | 1 |
| RD2_E | 32 |
| DMem_size_E | 3 |
| ALUctrl_E | 4 |
| PCPlus4_E | 32 |
| Rd_E | 5 |
| jump_E | 1 |
==> power breakdown <==
| group | internal (mW) | total [mW] | switching, mW |
|---|---|---|---|
| combinational | 1.16 | 1.58 | 0.425 |
| clock | 3.98 | 7.15 | 3.17 |
| sequential | 7.73 | 7.85 | 0.123 |
| total | 12.9 | 16.6 | 3.72 |
==> routing by layer <==
metal | global-route usage, % | up-vias | share of wire, %
li1 | - | 1951 | -
met1 | 7.74 | 1783 | 38
met2 | 10.4 | 271 | 43
met3 | 5.19 | 30 | 18
met4 | 1.02 | 8 | 1.8
met5 | 0 | - | 0.23
==> path summary, 6_finish.rpt <==
check	startpoint	endpoint	slack (ps)
worst min-delay path	rst	DMem_size_E[2]$_SDFF_PP0_	90
worst max-delay path	PC_E[16]$_SDFF_PP0_	PC_E[16]	-200
==> timing repair <==
action	4_1_cts	5_1_grt
setup buffers	0	0
resized	644	21
setup endpoints to repair	184	184
==> cells in the mapped netlist (all sizes together) <==
cell | count | area (um2)
buf | 18 | 90.1
clkbuf | 2 | 7.51
dfxtp | 184 | 3680
nor2b | 184 | 1150
==> per-stage QoR <==
step / std cells / cell area, um2 / power [mW] / TNS [ps] / hold slack (ps)
after CTS: 1407 / 9310 / 17.0 / -28580 / 46.3
final: 1407 / 9380 / 16.6 / -16350 / 94.5
after global routing: 1407 / 9380 / 17.4 / -28270 / 85.5
after detailed placement: 1375 / 9510 / 9.96 / -1720 / 616
after global placement: 1375 / 9510 / 9.97 / -1860 / 605
after floorplan: 388 / 4930 / 8.21 / 0 / 328
Power is estimated from default activity; no workload was simulated.
