[config.mk]
export PLATFORM = sky130hd
export DESIGN_NAME = top_execute
export DESIGN_NICKNAME = top_execute
export VERILOG_FILES = /design/flow/design.v
export SDC_FILE = /design/flow/constraint.sdc
export NUM_CORES = 4
export LEC_CHECK = 1
export CORE_UTILIZATION = 50
export SYNTH_HDL_FRONTEND = slang
[constraint.sdc]
current_design top_execute

set clk_period 14.4
set clk_io_pct 0.2

create_clock -name clk0 -period $clk_period

set non_clock_inputs [all_inputs -no_clocks]
set_input_delay [expr $clk_period * $clk_io_pct] -clock clk0 $non_clock_inputs
set_output_delay [expr $clk_period * $clk_io_pct] -clock clk0 [all_outputs]
[design.v]
module alu #(
    parameter DATA_WIDTH = 32
) (
    input logic [DATA_WIDTH-1:0] ALUop1,
    input logic [DATA_WIDTH-1:0] ALUop2,
    input logic [3:0] ALUctrl,
    output logic [DATA_WIDTH-1:0] SUM,
    output logic EQ
);
always_latch begin
        case (ALUctrl[2:0])
            3'b000: begin
                    SUM = ALUctrl[3] ? ALUop1 - ALUop2 : ALUop1 + ALUop2;  
                    EQ = (ALUop1 == ALUop2);  
            end
            3'b001: begin
                    SUM = ALUop1 << ALUop2;  
                    EQ = (ALUop1 != ALUop2);  
            end
            3'b010: SUM = ALUop1 & ALUop2;  
            3'b011: SUM = ALUop1 | ALUop2;  
            3'b101: begin
                SUM = ALUop1 < ALUop2 ? 1:0;  
                EQ = (signed'(ALUop1) >= signed'(ALUop2));  
            end
            3'b100: begin
                SUM = ALUop1 ^ ALUop2;
                EQ = (signed'(ALUop1) < signed'(ALUop2));  
            end
            3'b110: begin
                SUM = ALUctrl[3] ? ALUop1 >>> ALUop2 : ALUop1 >> ALUop2;  
                EQ =  ALUop1 < ALUop2;  
            end
            3'b111: begin 
                SUM = ALUop1 << ALUop2;  
                EQ =  ALUop1 >=  ALUop2;  
            end
            default: begin
                SUM = ALUop1;
                EQ = (ALUop1 == ALUop2);
            end
        endcase
end
endmodule
module pc_src #(
) (
    input logic JumpE,
    input logic BranchE,
    input logic ZeroE,
    output logic PCSrcE
);
logic and_result;
always_comb begin
    and_result = BranchE & ZeroE;
    PCSrcE = and_result | JumpE;
end
endmodule
module top_execute #(
    parameter DATA_WIDTH = 32
) (
    input logic ALUsrc,
    input logic [3:0] ALUctrl,
    input logic [DATA_WIDTH-1:0] RD1, RD2,
    input logic [DATA_WIDTH-1:0] ImmOp,
    input logic [DATA_WIDTH-1:0] PC_E,
    input logic jump_E,
    input logic branch_E,
    input logic jalr,
    input logic lui,
    output logic [DATA_WIDTH-1:0] ALUout2,
    output logic PCsrc_E,
    output logic [DATA_WIDTH-1:0] PCTarget_E, writeData_E
);
logic EQ;
logic [DATA_WIDTH-1:0] ALUop2, ALUout1;
assign ALUop2 = ALUsrc ? ImmOp : RD2;
assign PCTarget_E = jalr ? ALUout1 : (PC_E + (ImmOp << 1));
assign writeData_E = RD2;
assign ALUout2 = lui ? ImmOp : ALUout1;
alu ALU(
.ALUop1(RD1),
.ALUop2(ALUop2),
.ALUctrl(ALUctrl),
.SUM(ALUout1),
.EQ(EQ)
);
pc_src pc_src(
    .JumpE(jump_E),
    .BranchE(branch_E),
    .ZeroE(EQ),
    .PCSrcE(PCsrc_E)
);
endmodule
[run.sh]
#!/bin/bash
# OpenROAD 26Q1-2900-gdf79404cd8, Yosys 0.63+post, stock flow scripts
make -C /OpenROAD-flow-scripts/flow DESIGN_CONFIG=/design/flow/config.mk WORK_HOME=/design/flow/orfs finish
==> flow_metrics.rpt <==
RUN METRICS
----------------------------------------------------
[Global routing]
  Global-route total usage across every layer ........................ 45.21%
  Maximum number of pins on one net before global-route repair ........................ 57
  Via count of the first global-routing pass ........................ 12.98k
  Number of antenna violations at the first check in global routing ........................ 0
  Global-route wire length before repair ........................ 80260 um
  Remaining Overflow, GRT ........................ 0

[Timing]
  Slew at the pin closest to its max-slew limit ........................ 0.9450 ns
  Total Neg Setup Slack ........................ 0 ns
  Number of unconstrained endpoints ........................ 1
  Number of register pins that no clock reaches ........................ 1
  Worst rel slew slack ........................ 36.76%
  Number of setup violations in the final report ........................ 0
  Post-route clock period utilization ........................ 77.42%
  Fmax achieved ........................ 89.70 MHz
  Post-layout worst setup margin ........................ 3.252 ns
  Post-route minimum period ........................ 11.15 ns
  Final Hold Viols ........................ 0
  Max-slew violation total from the final report ........................ 0
  Setup repair after global routing missed its margin ........................ false
  Worst Hold Slack ........................ 6.610 ns

[Final layout]
  Number of non-filler instances in the completed layout ........................ 2076
  Largest register FFs ........................ 1
  Summed area of non-filler cells in the final layout ........................ 13730 um^2
  Layout cells sized above 1 ........................ 6.700%
  Layout overhead on the synthesized area ........................ 18.49%
  Total of fill cells in the finished design ........................ 2068
  Layout Utilization ........................ 60.47%

[Die]
  Core area ........................ 22710 um^2
  Core utilization before placement ........................ 51.03%
  Number of top-level design ports ........................ 234
  Count of standard-cell rows ........................ 55
  Floorplan die width ........................ 154.2 um
  Total die size ........................ 23790 um^2
  Die height ........................ 154.2 um

[Power]
  Cell leakage power ........................ 5.922 nW
  Pwr Total ........................ 0.6649 mW
  Pwr dens ........................ 48.42 nW/um^2
  Max IR drop VDD ........................ 23.93 uV

[Routing]
  Count of antenna-violating nets left after detailed routing ........................ 0
  Detail-routed via count per cell ........................ 6.751
  Initial DRT Pass Iterations ........................ 7
  Total Routed Length ........................ 53950 um
  Initial DRC Count ........................ 1831
  Mean routed wirelength per cell ........................ 25.99 um
  Via Count ........................ 14.02k
  Number of antenna repair diodes ........................ 0
  DRC errors left ........................ 0

[Placed design]
  # placed instances ........................ 2076
  Half-perimeter wire length of the detailed placement result ........................ 43520 um
  Count of buffers from port buffering ........................ 234
  Worst slack at placement ........................ 3.371 ns
  Cell area after placement ........................ 13730 um^2
  GPL Wtd Cong ........................ 1.092

[Logic synthesis]
  Cells in synth_stat.txt ........................ 1673
  Count of mapped cells out of synthesis ........................ 1673
  Post-synthesis register bit count ........................ 1
  Chip area from the yosys synthesis statistics ........................ 11590 um^2
  Area of the mapped netlist ........................ 11590 um^2
  Total of warnings raised by yosys ........................ 0
  Post-synth cell types ........................ 86
  Largest cells by area after synthesis ........................ sky130_fd_sc_hd__mux2i_1 (14%), sky130_fd_sc_hd__ha_1 (14%), sky130_fd_sc_hd__a21oi_1 (5.4%), sky130_fd_sc_hd__nor2_1 (4.8%), sky130_fd_sc_hd__nand2_1 (4.4%)
  Mean post-synth cell area ........................ 6.927 um^2
  Max-area cell share ........................ 13.65%
  Number of enable-type register cells in the synthesized netlist ........................ 0
  Asr flop ratio synth ........................ 0%
  Post-synth top cells ........................ sky130_fd_sc_hd__mux2i_1 (158), sky130_fd_sc_hd__nor2_1 (149), sky130_fd_sc_hd__nand2_1 (136), sky130_fd_sc_hd__ha_1 (126), sky130_fd_sc_hd__a21oi_1 (124)
  Top cell type by total area after synthesis ........................ sky130_fd_sc_hd__mux2i_1
  Most used DFF post-synth ........................ sky130_fd_sc_hd__dlxtp_1
  Most used standard cell by instance count after synthesis ........................ sky130_fd_sc_hd__mux2i_1

[Worst setup path]
  Crit path cell chain ........................ clkdlybuf4s50_1 > mux2i_4 > buf_4 > inv_2 > ha_1 > a211oi_1 > o211a_1 > o211ai_1 > a31o_2 > a41oi_1 > o22ai_1 > o21a_1 > o31ai_1 > mux2_2 > clkdlybuf4s50_1
  Crit path DAT ........................ 8.27 ns
  Cell seen most often among critical-path stages ........................ sky130_fd_sc_hd__clkdlybuf4s50_1
  Startpoint-to-endpoint class of the critical path ........................ in2out
  Type of origin of the critical path ........................ input pin
  Max stage delay on crit path ........................ 0.56 ns
  Cell at the slowest stage of the critical path ........................ sky130_fd_sc_hd__buf_4
  Largest fanout on the critical path ........................ 54
  Data required time at the worst endpoint ........................ 11.52 ns
  Critical path endpoint category ........................ output pin

[Worst hold path]
  Hold crit path type ........................ in2out
  Hold Crit Endpoint ........................ writeData_E[23]
  Hold Crit Depth ........................ 2
  Start point of the worst hold path ........................ RD2[23]

[Run status]
  Status ........................ complete, no violations

[Flow run]
  Maximum Capacitance Violations ........................ 0
  OpenROAD warnings ........................ 97

[Clock tree]
  Hold buffer count at CTS ........................ 0
  Number of gates resized after cts ........................ 0
  Post-CTS setup buffer count ........................ 0

----------------------------------------------------
worst max-delay path, delay by kind of cell:
family / cells / cell delay [ns]
fa+ha+maj: 1 / 0.42
compound gates: 8 / 2.44
mux: 2 / 0.43
buf+inv: 4 / 2.04
metal layers:
metal	GRT usage, %	share of wire [%]
met5	0	0
met4	26.95	7.0
met3	9.275	11
met2	68.40	43
met1	59.65	39
report_power, final:
part / internal, mW / switching, mW / leakage [nW]
sequential: 0.000532 / 0.000383 / 0.00781
clock: 0 / 0 / 0
combinational: 0.281 / 0.383 / 5.91
total: 0.281 / 0.384 / 5.92
worst max path at each step:
stage                    start     endpoint  slack, ns  cells after the start
after CTS               ALUsrc  ALUout2[25]       3.35                     17
after global routing    ALUsrc  ALUout2[25]       2.97                     17
final                 ImmOp[2]  ALUout2[25]       3.25                     15
area by class of cell:
class                   instances  area (um^2)  share of cell area [%]
inverters                     126        473.0                   3.444
multi-input cells            1404        10370                   75.52
flip-flops and latches          1        15.01                  0.1093
well taps                     285        356.6                   2.597
repair buffers                260         2517                   18.33
cells in the final DEF, fill, tap and decap left out, types with 12 or more instances in the layout:
cell / instances
sky130_fd_sc_hd__clkdlybuf4s50_1: 230
sky130_fd_sc_hd__mux2i_1: 155
sky130_fd_sc_hd__nor2_1: 149
sky130_fd_sc_hd__nand2_1: 136
sky130_fd_sc_hd__ha_1: 126
sky130_fd_sc_hd__a21oi_1: 124
sky130_fd_sc_hd__inv_1: 122
sky130_fd_sc_hd__o21ai_0: 100
sky130_fd_sc_hd__mux2_2: 43
sky130_fd_sc_hd__nor3_1: 39
sky130_fd_sc_hd__nand3_1: 38
sky130_fd_sc_hd__xnor2_1: 34
sky130_fd_sc_hd__a31oi_1: 31
sky130_fd_sc_hd__o211ai_1: 30
sky130_fd_sc_hd__a211oi_1: 30
sky130_fd_sc_hd__buf_4: 26
sky130_fd_sc_hd__a21o_1: 22
sky130_fd_sc_hd__xor2_1: 19
sky130_fd_sc_hd__mux4_2: 19
sky130_fd_sc_hd__nand4_1: 17
sky130_fd_sc_hd__o22ai_1: 17
sky130_fd_sc_hd__o21a_1: 17
sky130_fd_sc_hd__a22oi_1: 16
sky130_fd_sc_hd__nor2b_1: 15
sky130_fd_sc_hd__nor4_1: 14
sky130_fd_sc_hd__o221ai_1: 14
sky130_fd_sc_hd__o21bai_1: 12
sky130_fd_sc_hd__and3_1: 12
sky130_fd_sc_hd__o21ai_1: 12
cell families after synthesis:
family                     after synthesis  synth area share, %
and+or+nand+nor                        467                18.41
buffers and inverters                  268                10.56
muxes                                  225                22.45
latches                                  1               0.1295
AOI/OAI and AO/OA                      530                30.33
xor gates and xnor gates                53                4.006
adders and majority gates              129                14.12
Power is estimated from default activity; no workload was simulated.
