### flow/run.sh
#!/bin/bash
# OpenROAD 26Q1-2900-gdf79404cd8, Yosys 0.63+post, stock flow scripts
make -C /OpenROAD-flow-scripts/flow DESIGN_CONFIG=/design/flow/config.mk WORK_HOME=/design/flow/orfs finish
### flow/config.mk
export PLATFORM = sky130hd
export DESIGN_NAME = register
export DESIGN_NICKNAME = register
export VERILOG_FILES = /design/flow/design.v
export SDC_FILE = /design/flow/constraint.sdc
export NUM_CORES = 4
export LEC_CHECK = 1
export CORE_UTILIZATION = 40
### flow/constraint.sdc
current_design register

set clk_period 24.5
set clk_io_pct 0.2

create_clock -name clk0 -period $clk_period [get_ports {clk}]

set non_clock_inputs [all_inputs -no_clocks]
set_input_delay [expr $clk_period * $clk_io_pct] -clock clk0 $non_clock_inputs
set_output_delay [expr $clk_period * $clk_io_pct] -clock clk0 [all_outputs]
### flow/design.v
module register #(
    parameter ADDRESS_WIDTH = 5,
    parameter DATA_WIDTH = 32
) (
    input logic clk, rst,
    input logic [4:0] rs1, rs2, rd,
    input logic WE3,
    input logic [DATA_WIDTH-1:0] WD3,
    output logic [DATA_WIDTH-1:0] RD1,
    output logic [DATA_WIDTH-1:0] RD2,
    output logic [DATA_WIDTH-1:0] a0
);
logic [DATA_WIDTH-1:0] reg_array [2**ADDRESS_WIDTH-1:1];
always_comb begin
    RD1 = rs1 == 0 ? 0 : reg_array [rs1];
    RD2 = rs1 == 0 ? 0 : reg_array[rs2];
    a0 = reg_array[10];  
end
integer i;
always_ff @(negedge clk) begin  
    if (rst)
        for (i = 1; i < 2**ADDRESS_WIDTH; i = i + 1) reg_array[i] <= 0;
    else if (WE3 && rd != 0)  
        reg_array[rd] <= WD3;
end
endmodule
==> qor.json <==
{
  "grt_antenna_before_repair": 4,
  "clkPwrFrac_pct": 48.9,
  "flip_flop_count_of_the_largest_register_after_layout": 1024,
  "synthDistinctLibCells": 44,
  "total_power_mw": 5.14,
  "p_switching_mw": 1.53,
  "synth-seq-cells": 1024,
  "cts_setup_buffers": 0,
  "grt_pass1_vias": 40400,
  "via_count": 36700,
  "setup_slack_ps": 3950,
  "antenna-diode-count": 0,
  "p_leak_nw": 26.6,
  "final_number_of_hold_violating_endpoints": 0,
  "max-clock-path-buffers": 3,
  "crit_path_end_kind": "output port",
  "holdCritPathClass": "in2out",
  "yosys_most_used_dff": "sky130_fd_sc_hd__edfxtp_1",
  "maximum_number_of_pins_on_one_net_before_global_route_repair": 61,
  "setup.worst_path.start": "reg_array[18][26]",
  "cts_root_buffer": "sky130_fd_sc_hd__clkbuf_16",
  "numPortBuffers": 145,
  "postSynthAreaPerCell_um2": 15.2,
  "combinationalPowerShare_pct": 10.4,
  "clk_pin_slew_ps": 40,
  "track_usage_pct": 28.6,
  "critPathLaunchType": "flop",
  "min-delay-start": "rs1[2]",
  "worst_pin_slew_ps": 1170,
  "enable_flop_cells": 1024,
  "power.sequential.fraction_pct": 40.7,
  "antenna_violating_nets_post_route": 0,
  "fp.coreArea_um2": 136000,
  "postSynth.asyncResetShare_pct": 0,
  "cell_internal_pwr_mw": 3.61,
  "dpl-instance-area_um2": 58200,
  "dr.pass1.iters": 5,
  "rows": 135,
  "hold-worst-slack_ps": 10900,
  "cts-buffers-inserted": 118,
  "postCtsHoldBufs": 0,
  "run_status": "finished clean",
  "rsz0062_at_grt": "false",
  "i_o_pin_count": 146,
  "synth_warnings": 1,
  "cp.arrival_ps": 15650,
  "registers_with_the_highest_flip_flop_counts": "reg_array (1024)",
  "cts_tree": "yes",
  "slew_viol_final": 0,
  "stdcell_area_um2": 66100,
  "grt_remaining_overflow": 0,
  "power-per-cell-area_nw_per_um2": 77.8,
  "h-tree-depth": 3,
  "wl_per_cell_um": 27.7,
  "registers.top_by_ff_count": "reg_array",
  "setup-tns-final_ps": 0,
  "place_congestion": 0.962,
  "path_max_fanout": 2,
  "core_util_floorplan_pct": 40.5,
  "drc_errors": 0,
  "crit_type": "reg2out",
  "first_pass_grt_wire_length_um": 264000,
  "required_time_at_the_worst_slack_endpoint_ps": 19600,
  "worstSetupEndpoint": "RD1[26]",
  "cts.sinks": 1024,
  "ir_drop_mv": 0.0594,
  "drv.max_cap_violation_count": 0,
  "synth_seq_share_pct": 55.8,
  "setup_viol": 0,
  "synth_area_um2": 55100,
  "ys_area_um2": 55100,
  "power.switching_fraction_pct": 29.8,
  "dp_hpwl_um": 116000,
  "die.size.y_um": 373,
  "synth_stat.cells": 3617,
  "synthCells": 3617,
  "warning_count": 1027,
  "first_iter_violations": 2347,
  "chipArea_um2": 139000,
  "timing.max_slew.rel_slack_pct": 21.3,
  "ctsResizeCount": 0,
  "preCtsSetupSlack_ps": 3880,
  "postRouteWirelength_um": 182000,
  "fraction_of_final_layout_cells_sized_beyond_drive_strength_1_pct": 20.6,
  "post_drt_via_cell_ratio": 5.59,
  "area_growth_pct": 19.9,
  "die_width_um": 373
}
synth_stat cells, types with 8 or more instances:
library cell                instances  area, um^2
sky130_fd_sc_hd__a221oi_1          24         210
sky130_fd_sc_hd__buf_6             44         495
sky130_fd_sc_hd__nor2_1            30         113
sky130_fd_sc_hd__o21ai_1           75         375
sky130_fd_sc_hd__a211oi_1          64         480
sky130_fd_sc_hd__a311oi_2          21         315
sky130_fd_sc_hd__o2111ai_1         18         158
sky130_fd_sc_hd__mux2i_1          128        1280
sky130_fd_sc_hd__nand2_1           38         143
sky130_fd_sc_hd__nor2b_1           65         407
sky130_fd_sc_hd__a22oi_1           64         480
sky130_fd_sc_hd__a311oi_1          43         377
sky130_fd_sc_hd__mux2_2            64         721
sky130_fd_sc_hd__nor2_2             8        50.1
sky130_fd_sc_hd__and2_1           994        6220
sky130_fd_sc_hd__buf_2             63         315
sky130_fd_sc_hd__clkbuf_1         234         878
sky130_fd_sc_hd__o21ai_0           35         175
sky130_fd_sc_hd__a221oi_2          22         330
sky130_fd_sc_hd__edfxtp_1        1024       30700
sky130_fd_sc_hd__or2_2             32         200
sky130_fd_sc_hd__buf_4             35         263
sky130_fd_sc_hd__mux4_2           447       10100
sky130_fd_sc_hd__clkbuf_2          15        75.1
cells in the final DEF, fill, tap and decap left out, drive strengths merged, types with 39 or more instances in the layout:
cell type	count
clkdlybuf4s50	135
clkbuf	119
a221oi	46
and2	994
edfxtp	1024
mux2i	128
o21ai	110
mux4	448
buf	169
inv	1067
a311oi	64
a211oi	64
nor2b	68
mux2	64
nor2	39
a22oi	64
metrics by stage:
stage                     util [%]  instances
after floorplan                  -       3648
after global placement        42.7       5335
after global routing          48.5       6576
after detailed placement      42.7       5335
final                         48.5       6576
after CTS                     48.5       6576
metal layers:
metal  up-vias  part of all wire, %  track usage, %
met4         8                  4.3            13.4
met2      2092                   46            39.9
met1     18200                   35            35.6
met5         -                0.019               0
met3       327                   14            18.7
li1      16100                    -               -
worst max-delay path, cell delays in order (launching register included):
cell and delay, ps:
sky130_fd_sc_hd__edfxtp_1 340, sky130_fd_sc_hd__mux2i_1 70, sky130_fd_sc_hd__a221oi_1 460, sky130_fd_sc_hd__o21ai_1 150, sky130_fd_sc_hd__a311oi_1 1010, sky130_fd_sc_hd__clkdlybuf4s50_1 640
power by group through the flow:
stage / Combinational, mW / Clock [mW] / Sequential [mW]
after CTS: 0.535 / 2.59 / 2.09
after global routing: 0.561 / 2.78 / 2.10
final: 0.534 / 2.51 / 2.09
logic make-up (layout without fill, tap and decap cells):
kind of cell	Yosys count	after routing	share of synthesized area [%]
multiplexers	640	640	21.9
other	1	32	0.00680
buffers and inverters	401	1548	3.79
AND/OR/NAND/NOR	1185	1185	13.2
AND-OR/OR-AND	366	366	5.26
flip-flops	1024	1024	55.8
final cells by class:
| cell class | instances | area (um^2) |
|---|---|---|
| sequential | 1024 | 30700 |
| tap | 1781 | 2230 |
| inverter | 2 | 10.0 |
| fill | 11500 | 70100 |
| clock inverter | 1123 | 4940 |
| multi-input combinational | 2223 | 22500 |
| clock buffer | 119 | 2980 |
| timing repair buffer | 304 | 2670 |
how the worst min path moves through the flow:
stage,end,cells after the start
4_1_cts,RD1[28],4
5_1_grt,RD1[28],4
6_report,RD1[28],4
Power figures rest on the tool's default switching activity, not on a simulated workload.
